[./config.mk]
export PLATFORM = sky130hd
export DESIGN_NAME = digit_seperator
export DESIGN_NICKNAME = digit_seperator
export VERILOG_FILES = /design/flow/design.v
export SDC_FILE = /design/flow/constraint.sdc
export NUM_CORES = 4
export LEC_CHECK = 1
export CORE_AREA = 10 10 71 71
export DIE_AREA = 0 0 81 81
[./constraint.sdc]
current_design digit_seperator

set clk_period 6.8
set clk_io_pct 0.2

create_clock -name clk0 -period $clk_period

set non_clock_inputs [all_inputs -no_clocks]
set_input_delay [expr $clk_period * $clk_io_pct] -clock clk0 $non_clock_inputs
set_output_delay [expr $clk_period * $clk_io_pct] -clock clk0 [all_outputs]
[./design.v]
`timescale 1ns / 1ps
module digit_seperator( input [7:0] total, output reg [3:0] ones, tenths, hundredths
    );
    integer carry;
    always @(*)
        begin
            if((total >199) && (total <300))
            begin
                hundredths = 2;
                carry = total-200;
            end
            else if((total >99) && (total <200))
            begin
                hundredths = 1;
                carry = total-100;
            end
            else if(total <100)
            begin
                hundredths = 0;
                carry = total;
            end            
            if((carry >89) && (carry <100))
            begin
                tenths = 9;
                ones = carry-90;
            end
            else if((carry >79) && (carry <90))
            begin
                tenths = 8;
                ones = carry-80;
            end
            else if((carry >69) && (carry <80))
            begin
                tenths = 7;
                ones = carry-70;
            end
            else if((carry >59) && (carry <70))
            begin
                tenths = 6;
                ones = carry-60;
            end            
            else if((carry >49) && (carry <60))
            begin
                tenths = 5;
                ones = carry-50;
            end            
            else if((carry >39) && (carry <50))
            begin
                tenths = 4;
                ones = carry-40;
            end            
            else if((carry >29) && (carry <40))
            begin
                tenths = 3;
                ones = carry-30;
            end            
            else if((carry >19) && (carry <30))
            begin
                tenths = 2;
                ones = carry-20;
            end            
            else if((carry >9) && (carry <20))
            begin
                tenths = 1;
                ones = carry-10;
            end            
            else
            begin
                tenths = 0;
                ones = carry;
            end
        end
endmodule
[./run.sh]
#!/bin/bash
# OpenROAD 26Q1-2900-gdf79404cd8, Yosys 0.63+post, stock flow scripts
make -C /OpenROAD-flow-scripts/flow DESIGN_CONFIG=/design/flow/config.mk WORK_HOME=/design/flow/orfs finish
==> impl_metrics.tcl <==
# flow metrics
set metrics [dict create \
    grt_max_degree 41 \
    setup_viol 0 \
    drive_gt1_share_pct 30.0 \
    largest_area_cell "dlxtn_1" \
    post-dp-hpwl_um 5480 \
    fp.dieH_um 81 \
    hp-class "input port to output pin" \
    num_vias 2572 \
    comb_area_um2 1670 \
    core_um2 3630 \
    routabilityCongestion 1.02 \
    yosys-stat-area_um2 2230 \
    untimed_endpoints 36 \
    rsz0062_at_grt "no" \
    critPathTopFamily "AND-OR/OR-AND gates" \
    finalHoldViolCount 0 \
    powerDensity_nw_per_um2 78.3 \
    power.leakage_nw 1.44 \
    edf_count 0 \
    worst_slew_pin_slew_ns 0.591 \
    fillers 229 \
    overflow 0 \
    antenna_found_initial 0 \
    syn_area_per_cell_um2 7.65 \
    rows 22 \
    status "completed" \
    yosysWarnings 33 \
    seqCellArea_um2 510 \
    grt_use_met2_pct 39.0 \
    grt_use_met1_pct 27.5 \
    gr-usage-met3_pct 2.12 \
    fin_crit_ns 6.52 \
    top_cells_by_area "dlxtn_1 23%, and2_1 7.3%, ha_1 7.3%" \
    cp_num_buf_inv 5 \
    critPathArrivalTime_ns 5.16 \
    cp.required_ns 5.44 \
    grt_pass1_wl_um 11500 \
    endpoint_kind "output pin" \
    die_x_um 81 \
    aoi_share_pct 31.0 \
    die-area_um2 6560 \
    top_cell_area_share_pct 22.9 \
    maxSlewHeadroom_pct 59.9 \
    hold_buffers 0 \
    post_drt_wl_per_cell_um 17.3 \
    fin_ws_ns 0.280 \
    yosysMostFrequentCell "dlxtn_1" \
    syn_inst 292 \
    synth_adder_area_share_pct 7.28 \
    vdd_drop_max_uv 78.9 \
    cp_max_fo 6 \
    worst-setup-path-type "input port to output pin" \
    yosys-stat-cells 292 \
    syn-cell-area_um2 2230 \
    ys_async_sr_fraction_pct 0 \
    post-place-ws_ns -0.272 \
    top_cells_by_count "34 x dlxtn_1, 26 x and2_1, 23 x o21ai_0" \
    mux_area_share_pct 1.90 \
    drtIter0Drc 149 \
    crit_chain "clkbuf_2 -> inv_4 -> ha_4 -> buf_4 -> nand2b_1 -> a21oi_2 -> nor2_2 -> o21a_1 -> o21ai_0 -> o21ai_1 -> inv_1 -> ha_2 -> o21ai_0 -> nor3_2 -> nor3_2 -> a211o_1 -> a211o_1 -> o22a_1 -> and4_1 -> o311a_1 -> a31oi_1 -> clkdlybuf4s50_1" \
    postRouteAntennaNets 0 \
    fp_util_pct 61.5 \
    max_cap_viol_count 0 \
    route.detailed.drc 0 \
    start_kind "input port" \
    grt_pass1_vias 2402 \
    ys_sh_simple_pct 28.3 \
    ys_ff 34 \
    antenna_cells 0 \
    top_usage_layer "met2" \
    topCombFamilyByArea "AND-OR/OR-AND gates" \
    xor_share_pct 1.96 \
    grtUsageTotal_pct 21.7 \
    area_delta_synth_final_pct 35.9 \
    report.final.slew_viol_count 0 \
    firstDrtPassIters 4 \
    period_used_pct 95.9 \
    tns_ns 0 \
    wirelength_um 7220 \
    viasPerCell 6.15 \
    tool_warnings 44 \
    synth.distinct_cells 69 \
    io_buffers 18 \
    max_freq_mhz 153 \
    ys.flop_type "dlxtn_1" \
    max_stage_delay_ns 0.48 \
    cp_slowest_cell "clkdlybuf4s50_1" \
    pin_count 20 \
    unclocked_regs 34 \
]
power by group:
group / switching [W] / internal, W
registers: 0.000000141 / 0.00000490
logic: 0.000108 / 0.000124
clock network: 0 / 0
total: 0.000109 / 0.000129
routing by layer:
metal	wire length [um]	vias up	part of all wire [%]
met5	0	-	0
met4	154	0	2.1
met3	442	17	6.1
met2	3530	97	49
met1	3090	1209	43
li1	-	1249	-
logic make-up (layout without fill, tap and decap cells):
family	count (synthesis)	count (layout)
mux	4	4
compound gates	96	96
simple gates	106	106
other cells	1	2
latches	34	34
buf+inv	33	110
fa+ha+maj	13	13
xor+xnor	5	5
tightest hold or removal path: cells and delay by family:
kind	cells	cell delay [ns]
compound gates	1	0.10
buf+inv	3	0.77
simple gates	1	0.06
flip-flops by register name, summed over array words and instances (netlist names):
register / cells
carry: 32
hundredths: 2
stage by stage:
stage | total power, W | util, % | area, um2 | instances | hold WS (ns)
4_1_cts | 0.000231 | 82.2 | 2990 | 415 | 3.99
3_5_place_dp | 0.000225 | 80.5 | 2930 | 415 | 3.99
5_1_grt | 0.000260 | 83.5 | 3040 | 418 | 3.73
3_3_place_gp | 0.000224 | 80.5 | 2930 | 415 | 3.96
6_report | 0.000238 | 83.5 | 3040 | 418 | 3.66
2_1_floorplan | 0.000120 | - | 2240 | 293 | 2.94
final timing paths:
path,start,cells past startpoint,endpoint
worst max-delay path,total[3],22,ones[2]
worst min-delay path,total[0],5,ones[0]
layout by cell type (no fill, tap or decap), drive strengths merged, types with 4 or more instances in the layout:
master         Yosys  layout
a211o              5       5
a211oi             4       4
a21oi             14      14
a31oi              4       4
and2              26      26
and3               4       4
buf                9      72
clkdlybuf4s50      0      10
dlxtn             34      34
dlymetal6s2s       0       5
ha                13      13
inv               20      20
nand2             12      12
nand3              6       6
nand4              4       4
nor2              18      18
nor3               7       7
nor4               8       8
o211ai             5       5
o21a               5       5
o21ai             25      25
or3                4       4
xnor2              5       5
cell type report:
type,instances,area share [%]
timing repair buffer,90,23.7
tap,48,1.98
inverter,20,2.56
multi-input combinational,226,55.0
sequential,34,16.8
repair_timing:
item,in CTS,in global routing
setup endpoints to repair,2,3
gates resized,21,20
setup buffers,0,3
pin swaps,1,4
Power and IR drop assume default switching activity.
