==> design/flow/design.v <==
`timescale 1ns / 1ps
module FIFO#(parameter bus_width = 4,
             parameter addr_width = 3,
             parameter fifo_depth= 8) 
            (input clk,
             input rst,  
             input wnr, 
             input enable, 
             input [bus_width-1:0]  D_in, 
             output reg [bus_width-1:0]  D_out, 
             output reg full, 
             output reg empty 
    );
    reg [addr_width:0] r_ptr, w_ptr;             
    reg [bus_width-1:0] mem [fifo_depth-1:0];    
    always@ (posedge clk, posedge rst)
    begin
        if(rst)
        begin
            r_ptr = 0; 
            w_ptr = 0; 
            D_out = 0; 
        end
        else if(!enable)
        begin
            D_out = 'bz; 
        end
        else if(!wnr && !empty)  
        begin
            D_out = mem[r_ptr[addr_width-1:0]]; 
            r_ptr = r_ptr + 1; 
        end
        else if(wnr && !full)  
        begin
            mem[w_ptr[addr_width-1:0]]= D_in; 
            w_ptr = w_ptr + 1; 
        end
        else  
        begin
            D_out = 'bz; 
        end
    end
    always@ (r_ptr, w_ptr)   
    begin
        if(r_ptr == w_ptr)
        begin
            empty = 1; 
            full = 0; 
        end
        else if(r_ptr[addr_width -1:0] == w_ptr[addr_width-1:0])
        begin
            empty = 0; 
            full = 1; 
        end
        else
        begin
            empty = 0; 
            full = 0; 
        end
    end
endmodule
==> design/flow/run.sh <==
#!/bin/bash
# OpenROAD 26Q1-2900-gdf79404cd8, Yosys 0.63+post, stock flow scripts
make -C /OpenROAD-flow-scripts/flow DESIGN_CONFIG=/design/flow/config.mk WORK_HOME=/design/flow/orfs finish
==> design/flow/config.mk <==
export PLATFORM = sky130hd
export DESIGN_NAME = FIFO
export DESIGN_NICKNAME = FIFO
export VERILOG_FILES = /design/flow/design.v
export SDC_FILE = /design/flow/constraint.sdc
export NUM_CORES = 4
export LEC_CHECK = 1
export CORE_UTILIZATION = 30
==> design/flow/constraint.sdc <==
current_design FIFO

set clk_period 3.2
set clk_io_pct 0.2

create_clock -name clk0 -period $clk_period [get_ports {clk}]

set non_clock_inputs [all_inputs -no_clocks]
set_input_delay [expr $clk_period * $clk_io_pct] -clock clk0 $non_clock_inputs
set_output_delay [expr $clk_period * $clk_io_pct] -clock clk0 [all_outputs]
==> impl_metrics.tcl <==
# metrics dict for downstream scripts
set metrics [dict create \
    status "completed" \
    crit_required_ps 2560 \
    start_kind "register" \
    clock_latency_ps 290 \
    edf_count 32 \
    layout-drive-gt1-share 0.0983 \
    area.growth.synth_to_final_pct 16.6 \
    detailed_place_hpwl_um 2880 \
    hold_start "D_out[3]" \
    cellPowerDensity_nw_per_um2 841 \
    antenna_cells 0 \
    timing.fmax_mhz 404 \
    flop_area_um2 1260 \
    chipArea_um2 7020 \
    place.gp.congestion 0.904 \
    core_um2 6390 \
    synth-seq-cells 44 \
    postSynthAreaPerCell_um2 13.3 \
    peakVddDrop_uv 342 \
    comb_area_um2 697 \
    vias 1230 \
    maxCapViolations 0 \
    r2r_start "w_ptr[0]" \
    hold_end "D_out[3]" \
    finalClockPeriodUsage 0.774 \
    io_pins 14 \
    grt_setup_unrepaired "false" \
    worst_pin_slew_ps 613 \
    synthArstFlopShare 0.273 \
    clock-sinks 44 \
    finalHoldViolCount 0 \
    finClkSkew_ps 7.57 \
    dr.pass1.iters 4 \
    detail_route.wl_per_cell_um 15.5 \
    place_area_um2 2260 \
    r2r_cells 5 \
    finalSetupViolations 0 \
    routed_via_density 4.92 \
    clkSlewWorstSetupHoldPaths_ps 70 \
    final_antenna_net_count 0 \
    drv_slew 0 \
    ys_area_um2 2010 \
    min_period_ps 2480 \
    final_cell_area_um2 2340 \
    grt_max_degree 18 \
    cts_buffer_depth 2 \
    rows 29 \
    ff_type "edfxtp_1" \
    ys_cells 151 \
    syn_area_um2 2010 \
    min_path_cells 2 \
    hp-class "register to register" \
    fp-utilization 0.314 \
    end_kind "output pin" \
    max_slew_margin 0.590 \
    yosysWarnings 4 \
    antenna_found_initial 0 \
    grt_pass1_wl_um 6410 \
    track_usage 0.123 \
    cp.arrival_ps 1840 \
    cts_buffers 5 \
    grt_overflow_total 0 \
    io_buffers 13 \
    cts.htree.levels 2 \
    die_h_um 83.8 \
    worstSetupPathType "register to output pin" \
    finalSetupTns_ps 0 \
    drtIter0Drc 87 \
    drt-total-wl_um 3870 \
    die_x_um 83.8 \
    cts_setup_buffers 0 \
    cts-resized-gates 0 \
    leakagePower_nw 0.846 \
    grt_pass1_vias 1214 \
    r2r_slack_ps 930 \
    holdBufCountCts 0 \
    synth_cell_types 36 \
    warnings 33 \
    synthesis.instances 151 \
    r2r_end "mem[6][0]" \
    cts_tree "yes" \
    cp_max_fo 15 \
    fillers 609 \
    ys_seq_share 0.629 \
    drc 0 \
    cts_root_buf "clkbuf_8" \
]
cells in the final DEF, fill, tap and decap left out, types with 2 or more instances in the layout:
master / n
edfxtp_1: 32
clkdlybuf4s50_1: 13
dfrtp_1: 12
nand2_1: 12
nor2_1: 12
ha_1: 12
xnor2_1: 8
inv_1: 7
buf_4: 6
clkbuf_8: 5
o21ai_0: 4
a21oi_1: 4
xor2_1: 4
nand3_1: 4
a211oi_1: 4
a22oi_1: 4
a222oi_1: 3
nor4_1: 2
nor3_1: 2
a2111oi_2: 2
a221o_1: 2
o31ai_1: 2
clkinv_2: 2
report_power, final:
part | switching, mW | internal (mW)
sequential | 0.150 | 0.734
clock | 0.175 | 0.148
combinational | 0.402 | 0.358
total | 0.727 | 1.24
cells in the mapped netlist (all sizes together), types with 2 or more instances:
master,number,area [um2]
o21ai,4,20.0
a41oi,2,25.0
nand2,12,45.0
a2111oi,2,30.0
o31ai,2,15.0
a222oi,3,30.0
xnor2,8,70.1
ha,12,150
buf,3,13.8
clkbuf,2,7.51
a21oi,4,20.0
nor4,2,12.5
a22oi,4,30.0
edfxtp,32,961
a221o,2,20.0
xor2,4,35.0
nand3,4,20.0
dfrtp,12,300
inv,7,26.3
nor3,2,10.0
a211oi,4,30.0
nor2,12,45.0
stage by stage:
stage	setup WS [ps]	cells	hold WS, ps	utilization	power [mW]
floorplan	1170	151	424	-	1.39
global placement	731	242	479	0.353	1.66
detailed placement	710	242	495	0.353	1.65
CTS	694	250	513	0.366	1.99
global route	559	250	528	0.366	2.12
finish	722	250	498	0.366	1.97
routing by layer:
metal | GRT usage | wire, um | vias to the layer above | part of all wire
met5 | 0 | 0 | - | 0
met3 | 0.0452 | 233 | 6 | 0.060
li1 | - | - | 608 | -
met2 | 0.181 | 1760 | 32 | 0.45
met1 | 0.186 | 1830 | 584 | 0.47
met4 | 0.0216 | 49 | 0 | 0.013
state kept, by name, indices dropped and copies added (netlist names):
register  cells
mem          32
r_ptr         4
w_ptr         4
D_out         4
kinds of logic (layout without fill, tap and decap cells):
group | Yosys count | after routing | share of synthesized area
DFF | 44 | 44 | 0.629
and+or+nand+nor | 37 | 37 | 0.0824
AOI/OAI and AO/OA | 33 | 33 | 0.132
adders and majority gates | 12 | 12 | 0.0749
xor gates and xnor gates | 12 | 12 | 0.0524
buffers and inverters | 12 | 34 | 0.0237
muxes | 1 | 1 | 0.00561
worst max path at each step:
stage | cells past startpoint | to | start | slack [ps]
6_report | 3 | empty | r_ptr[2] | 720
5_1_grt | 3 | full | r_ptr[2] | 560
4_1_cts | 3 | empty | r_ptr[2] | 690
final cells by class:
type | count | share of cell area
Timing Repair Buffer | 19 | 0.0749
Multi-Input combinational cell | 95 | 0.298
Clock inverter | 3 | 0.00589
Inverter | 7 | 0.0112
Clock buffer | 5 | 0.0294
Sequential cell | 44 | 0.539
Tap cell | 77 | 0.0412
worst max-delay path, stage by stage, from the launching register on:
cell and delay, ps:
dfrtp_1 580, xor2_1 260, nor4_1 210, clkdlybuf4s50_1 510
Power is estimated from default activity; no workload was simulated.
