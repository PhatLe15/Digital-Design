File: ./design.v
`timescale 1ns / 1ps
module clk_gen (
input wire clk100MHz,
input wire rst,
output reg clk_4sec,
output reg clk_5KHz
);
integer count1, count2;
always @ (posedge clk100MHz) begin
if (rst) begin
count1 = 0; clk_4sec = 0;
count2 = 0; clk_5KHz = 0;
end
else begin
if (count1 == 200000000) begin
clk_4sec = ~clk_4sec;
count1 = 0;
end
if (count2 == 10000) begin
clk_5KHz = ~clk_5KHz;
count2 = 0;
end
count1 = count1 + 1;
count2 = count2 + 1;
end
end
endmodule
File: ./run.sh
#!/bin/bash
# OpenROAD 26Q1-2900-gdf79404cd8, Yosys 0.63+post, stock flow scripts
make -C /OpenROAD-flow-scripts/flow DESIGN_CONFIG=/design/flow/config.mk WORK_HOME=/design/flow/orfs finish
File: ./config.mk
export PLATFORM = sky130hd
export DESIGN_NAME = clk_gen
export DESIGN_NICKNAME = clk_gen
export VERILOG_FILES = /design/flow/design.v
export SDC_FILE = /design/flow/constraint.sdc
export NUM_CORES = 4
export LEC_CHECK = 1
export CORE_UTILIZATION = 50
File: ./constraint.sdc
current_design clk_gen

set clk_period 4.5
set clk_io_pct 0.2

create_clock -name clk0 -period $clk_period [get_ports {clk100MHz}]

set non_clock_inputs [all_inputs -no_clocks]
set_input_delay [expr $clk_period * $clk_io_pct] -clock clk0 $non_clock_inputs
set_output_delay [expr $clk_period * $clk_io_pct] -clock clk0 [all_outputs]
==> results.toml <==
# generated from flow reports
[floorplan]
core_um2 = 5680
num_rows = 27
fp_util_pct = 53.4
die_w_um = 79.8
boundaryPins = 4
fp.dieH_um = 79.8
die_area_um2 = 6370

[placed_design]
dp_cells = 419
hpwl_um = 3920
port_buffers = 3
gp_congestion = 0.846
placed_area_um2 = 3100

[timing]
fin_crit_ns = 2.16
worst_pin_slew_ns = 0.766
setup_viol = 0
slew_headroom_pct = 48.5
hold_viol = 0
fin_crit_sh_pct = 47.9
whs_ns = 0.486
rsz0062_at_grt = "false"
fin_setup_tns_ns = 0
final_max_slew_viol_count = 0
fin_skew_ns = 0.00497
fmax_mhz = 464

[synthesis]
avgSynthCellArea_um2 = 8.49
synth.area.top_cells = "dfxtp_1 (44%), xnor2_1 (8.1%), nor2_1 (7.4%)"
xor_area_share_pct = 15.0
synth_seq_share_pct = 43.6
yosys_warnings = 1
yosysTopAreaCellShare_pct = 43.6
yosys.area_share.simple_pct = 33.1
top_area_cell = "dfxtp_1"
ys_sh_mux_pct = 0
synth_flops = 66
synth_cells = 357
yosysCellCount = 357
synthAoiAreaFrac_pct = 4.58
adder_share_pct = 0.826
netlist-cell-type-count = 35
syn_area_um2 = 3030
top_logic_kind = "simple AND/OR/NAND/NOR gates"
yosys_area_um2 = 3030

[run]
maxCapViolations = 0
warning_count = 25

[power_and_ir_drop]
p_sw_share_pct = 19.6
clockPowerShare_pct = 45.9
p_seq_share_pct = 52.3
total_power_mw = 1.14
peakVddDrop_v = 0.000293
power_density_nw_per_um2 = 343
p_int_mw = 0.913
leakage_nw = 1.03
p_comb_share_pct = 1.8
power.switching_mw = 0.223

[global_routing]
grt_pass1_vias = 2225
antenna_found_initial = 0
grt_max_degree = 35
grt_pass1_wl_um = 10300
gr-total-overflow = 0
grt_usage_pct = 21.4

[layout]
drive_gt1_share_pct = 6.06
final_cell_mix = "dfxtp_1 (66), nor2_1 (60), nand3_1 (28), xnor2_1 (28), xor2_1 (24)"
final_cell_count_no_fill = 435
final_area_um2 = 3310
area_growth_pct = 9.34
fill_cells = 510
lay_top_count = "dfxtp_1"

[outcome]
status = "completed"

[route]
drt_iter0_markers = 113
drc_errors = 0
num_antenna_cells = 0
wirelength_um = 5750
via_count = 2368
drtAntennaViolNets = 0
vias_per_cell = 5.44
drtPass1Iterations = 4
wl_per_cell_um = 13.2

[critical_path]
path_max_fanout = 9
start_kind = "flop"
critical_path_class = "flop to flop"
worst_setup_path_end_kind = "flop"
worstPathRequired_ns = 4.72
worst_ep_arrival_time_ns = 2.37

[clock_tree]
numCtsBuffers = 9
postCtsSetupBuffers = 0
cts_resized = 0
cts_tree = "done"
clk_pin_slew_ns = 0.07
root_buffer = "clkbuf_8"
cts_max_path_buffers = 2
htreeDepth = 3
clock_latency_ns = 0.33
cts.sinks = 66
ctsHoldBuffers = 0

[min_path]
hold_class = "flop to flop"
critical path, stage by stage (launching register included):
cell and delay (ns):
dfxtp_1 0.35, or4b_1 0.52, or4_4 0.53, nor3_2 0.24
or2_1 0.31, nor2_1 0.08
synth_stat cells:
cell / count
dfxtp_1: 66
nor2_1: 60
nand3_1: 28
xnor2_1: 28
xor2_1: 24
nand2_1: 18
nand4_1: 18
nor3_1: 17
nor4_1: 13
clkbuf_1: 12
a21oi_1: 10
or3_1: 9
inv_1: 8
and3_1: 7
o21ai_0: 6
o31ai_1: 5
nor4b_1: 3
and4_1: 2
ha_1: 2
nand3b_1: 2
nor2b_1: 2
nor3_2: 2
nor4_2: 2
or4_1: 2
a211o_1: 1
and4bb_1: 1
buf_1: 1
buf_4: 1
nand2b_1: 1
nand4_2: 1
o211ai_1: 1
o21ai_1: 1
or2_1: 1
or4_4: 1
or4b_1: 1
layout make-up:
type	count	area (um2)	share of cell area (%)
Clock inverter	1	30.0	0.907
Sequential cell	66	1320	39.9
Tap cell	72	90.1	2.72
Inverter	8	30.0	0.907
Multi-Input combinational cell	269	1620	49.0
Clock buffer	15	186	5.63
Timing Repair Buffer	4	32.5	0.982
final timing paths:
path                endpoint  startpoint  slack, ns  cells past startpoint
hold / removal     count1[0]   count1[0]       0.49                      1
hold reg to reg    count1[0]   count1[0]       0.49                      1
setup / recovery  count1[15]   count1[7]       2.34                      5
setup reg to reg  count1[15]   count1[7]       2.34                      5
per-stage QoR:
step                      utilization [%]  worst slack [ns]
after detailed placement             54.5              2.14
after floorplan                         -              2.53
final                                58.4              2.34
after CTS                            58.4              2.31
after global routing                 58.4              2.17
after global placement               54.5              2.19
power by group through the flow:
stage	Sequential (mW)	Combinational (mW)	Clock [mW]
6_report	0.594	0.0202	0.522
4_1_cts	0.594	0.0208	0.540
5_1_grt	0.594	0.0238	0.565
sequential cells by signal (all words and copies together), names as in the netlist:
signal,count
count1,32
count2,32
clk_4sec,1
clk_5KHz,1
per-layer routing:
layer,wire length (um),track usage [%],vias up
met4,115,3.57,0
met5,0,0,-
li1,-,-,1256
met2,2660,34.6,20
met1,2820,30.7,1083
met3,160,4.87,9
logic make-up (layout without fill, tap and decap cells):
kind of cell,after synthesis,after routing
DFF,66,66
adders and majority gates,2,2
buffers and inverters,22,28
xor gates and xnor gates,52,52
AOI/OAI and AO/OA,24,24
and+or+nand+nor,191,191
No activity file was given, so power comes from the tool's default toggle rates.
